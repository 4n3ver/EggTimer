<file path="design/flow/design.v">
module OnBoard(LEDR, HEX3, HEX2, HEX1, HEX0, SW, KEY, CLOCK_50);
	parameter [3:0]	RESET		= 4'b0100,	 
					SET_SEC 	= 4'b0000,	 
					SET_MIN		= 4'b0001,	 
					READY		= 4'b0011, 	 
					TIMER		= 4'b0010,	 
					FLASH		= 4'b0101,	 
					SEC_MIN 	= 4'b0111,	 
					READY_TIMER	= 4'b1001,
					TIMER_READY	= 4'b1011,
					MIN_READY	= 4'b1010;
	input [7:0] SW;
	input [2:0] KEY;
	input CLOCK_50;
	output [9:0] LEDR;
	output [6:0] HEX3, HEX2, HEX1, HEX0;
	wire timeoutBit, clk0;	
	wire [3:0] wSTATE;
	TimerController fsm(wSTATE, KEY, CLOCK_50, timeoutBit);	
	divideClock #(1) dvd(CLOCK_50, clk0, ~KEY[0]);
	wire [3:0] out3, out2, out1, out0;
	dec2_7seg disp3(HEX3, out3);
	dec2_7seg disp2(HEX2, out2);
	dec2_7seg disp1(HEX1, out1);
	dec2_7seg disp0(HEX0, out0);
	reg [3:0] r0, r1, r2, r3;
	reg [15:0] timeStore;
	reg sel;
	nBit2InputMux #(4) mux3(out3, sel, timeStore[15:12], r3);
	nBit2InputMux #(4) mux2(out2, sel, timeStore[11:8], r2);
	nBit2InputMux #(4) mux1(out1, sel, timeStore[7:4], r1);
	nBit2InputMux #(4) mux0(out0, sel, timeStore[3:0], r0);
	assign timeoutBit = ({r3, r2, r1, r0} == 0) ? 1 : 0;
	reg [9:0] LEDR;
	wire CLK500ms;
	divideClock #(2) ledrclock(CLOCK_50, CLK500ms, ~KEY[0]);
	always@(posedge CLK500ms) begin		
		case(wSTATE)		
			FLASH: begin
				LEDR[9:0] <= ~LEDR[9:0];
			end
			default: begin
				LEDR[9:0] <= 10'b0;
			end
		endcase
	end
	always @(posedge clk0) begin
		case(wSTATE)
			FLASH: begin end
			TIMER: begin
				r0 <= r0 - 1;
				if (r0 == 0) begin
					r0 <= 9;
					r1 <= r1 - 1;
					if (r1 == 0) begin
						r1 <= 5;
						r2 <= r2 - 1;
						if (r2 == 0) begin
							r2 <= 9;
							r3 <= r3 - 1;
						end
					end
				end
			end
			TIMER_READY: begin end
			READY_TIMER: begin end
			READY: begin end	
			default:
				{r3, r2, r1, r0} <= timeStore;	
		endcase
	end
	always@(posedge CLOCK_50) begin
		case(wSTATE)
			MIN_READY:
				sel <= 1;
			SET_MIN: begin
				timeStore[15:12] <= (SW[7:4] <= 4'd5) ? SW[7:4] : 4'd5;
				timeStore[11:8] <= (SW[3:0] <= 4'd9) ? SW[3:0] : 4'd9;
			end
			SEC_MIN: begin
				timeStore[7:4] <= (SW[7:4] <= 4'd5) ? SW[7:4] : 4'd5;
				timeStore[3:0] <= (SW[3:0] <= 4'd9) ? SW[3:0] : 4'd9;
			end
			SET_SEC: begin
				timeStore[7:4] <= (SW[7:4] <= 4'd5) ? SW[7:4] : 4'd5;
				timeStore[3:0] <= (SW[3:0] <= 4'd9) ? SW[3:0] : 4'd9;
			end
			RESET: begin
				sel <= 0;
				timeStore = 16'b0;
			end
		endcase
	end
endmodule
module TimerController(state, key, clk, finishBit);
	parameter [3:0]	RESET		= 4'b0100,	 
					SET_SEC 	= 4'b0000,	 
					SET_MIN		= 4'b0001,	 
					READY		= 4'b0011, 	 
					TIMER		= 4'b0010,	 
					FLASH		= 4'b0101,	 
					SEC_MIN 	= 4'b0111,	 
					READY_TIMER	= 4'b1001,
					TIMER_READY	= 4'b1011,
					MIN_READY	= 4'b1010;
	input [2:0] key;
	input clk, finishBit;
	output [3:0] state;
	reg [3:0] state;
	always@(posedge clk) begin
		case (state)
			FLASH:
				state <= FLASH;	 
			TIMER:
				if (~key[2])
					state <= TIMER_READY;
				else if (finishBit)
					state <= FLASH;   
			TIMER_READY:
				if (key[2])
					state <= READY;
			READY_TIMER:
				if (key[2])
					state <= TIMER;
			READY:
				if (~key[2])
					state <= READY_TIMER;
			MIN_READY:
				if (key[1])
					state <= READY;
			SET_MIN:
				if (~key[1])
					state <= MIN_READY;
			SEC_MIN:
				if (key[1])
					state <= SET_MIN;
			SET_SEC:
				if (~key[1])
					state <= SEC_MIN;
			RESET:
				if (key[0])
					state <= SET_SEC;
		endcase
		if (!key[0])	 
			state <= RESET;
	end
endmodule
module dec2_7seg(display, num);
	input [3:0] num;
	output[6:0] display;
	assign display =
			num	== 0 ? 7'b1000000 :
			num	== 1 ? 7'b1111001 :
			num	== 2 ? 7'b0100100 :
			num	== 3 ? 7'b0110000 :
			num	== 4 ? 7'b0011001 :
			num	== 5 ? 7'b0010010 :
			num	== 6 ? 7'b0000010 :
			num	== 7 ? 7'b1111000 :
			num	== 8 ? 7'b0000000 :
			num	== 9 ? 7'b0010000 :
			7'b0010000;			 
endmodule
module divideClock(clk_in, clk_out, rst);
	parameter freq = 1'd1;	 
	input clk_in, rst;
	output clk_out;
	reg[31:0] ct;
	reg clk_out;
	always @(posedge clk_in) begin
		clk_out <= 0;
		if (ct % (32'd100000000 / (freq * 2)) == 0) begin
			clk_out <= ~clk_out;
			ct <= 32'b0;
		end		
		ct <= ct + 1'd1;
	end
endmodule
module nBit2InputMux(out, sel, in0, in1);
	parameter n = 8;
	input sel;
	input [(n - 1):0] in0, in1;
	output [(n - 1):0] out;
	reg [(n - 1):0] rOut;
	assign out = rOut;
	always@(sel) begin
		if (sel) begin
			rOut = in1;
		end
		else begin
			rOut = in0;		
		end
	end 
endmodule
</file>
<file path="design/flow/run.sh">
#!/bin/bash
# OpenROAD 26Q1-2900-gdf79404cd8, Yosys 0.63+post, stock flow scripts
make -C /OpenROAD-flow-scripts/flow DESIGN_CONFIG=/design/flow/config.mk WORK_HOME=/design/flow/orfs finish
</file>
<file path="design/flow/config.mk">
export PLATFORM = sky130hd
export DESIGN_NAME = OnBoard
export DESIGN_NICKNAME = OnBoard
export VERILOG_FILES = /design/flow/design.v
export SDC_FILE = /design/flow/constraint.sdc
export NUM_CORES = 4
export LEC_CHECK = 1
export CORE_UTILIZATION = 50
</file>
<file path="design/flow/constraint.sdc">
current_design OnBoard

set clk_period 21.8
set clk_io_pct 0.2

create_clock -name clk0 -period $clk_period [get_ports {CLOCK_50}]

set non_clock_inputs [all_inputs -no_clocks]
set_input_delay [expr $clk_period * $clk_io_pct] -clock clk0 $non_clock_inputs
set_output_delay [expr $clk_period * $clk_io_pct] -clock clk0 [all_outputs]
</file>
==> flow_metrics.py <==
# Synthesis and PnR figures
metrics = {
    "final_timing": {
        "layout_worst_path_cycle_share": 0.5555,
        "fmax_ghz": 0.08258,
        "post-route-min-period_ps": 12110,
        "finalClockSkew_ps": 13.32,
        "relSlewSlack": 0.3837,
        "unclocked_regs": 26,
        "endpoints_left_unconstrained": 52,
        "final.setup.tns_ps": 0,
        "least_margin_pin_slew_ps": 912.9,
        "finalMaxSlewViolations": 0,
        "unrepaired_setup_endpoints_after_global_routing": "false",
        "setup_violators_final": 0,
        "report.final.hold_viol_count": 0,
    },
    "worst_hold_path": {
        "worstHoldPathType": "flip-flop to flip-flop",
    },
    "logic_synthesis": {
        "mapped_cells": 2059,
        "ys_seq_elements": 119,
        "ys_async_sr_fraction": 0,
        "number_of_synthesized_flops_with_an_enable_pin": 33,
        "synthFlopType": "dfxtp_1",
        "synth.distinct_cells": 123,
        "synthesis.area_per_instance_um2": 7.403,
        "synth-warning-count": 5,
        "mappedNetlistArea_um2": 15240,
        "yosysSeqAreaShare": 0.1780,
        "yosys-stat-area_um2": 15240,
        "synth_stat.cells": 2059,
    },
    "critical_path": {
        "slowest_delay_ps": 650,
        "timing.rr.end": "ledrclock.clk_out",
        "criticalPathCategory": "flip-flop to flip-flop",
        "endpoint_kind": "flip-flop",
        "critical_path.reg2reg.startpoint": "ledrclock.ct[15]",
        "arrival_ps": 12350,
        "worst_setup_path_start_kind": "flip-flop",
        "worstSetupEndpoint": "ledrclock.clk_out",
        "r2r_setup_slack_ps": 9690,
        "critPathSlowestCell": "o211ai_2",
        "timing.reg2reg.worst_path_depth": 33,
        "cp.required_ps": 22050,
        "worstSetupStartpoint": "ledrclock.ct[15]",
        "crit_path_max_fanout": 16,
    },
    "place": {
        "gp_congestion": 0.9587,
        "post-place-cells": 2418,
        "numPortBuffers": 49,
        "dpl.hpwl_um": 33010,
    },
    "floorplanning": {
        "fp.dieW_um": 176.6,
        "fp.dieArea_um2": 31190,
        "die_y_um": 176.6,
        "design.core.area_um2": 29800,
        "row_count": 63,
        "initCoreUtil": 0.5115,
        "floorplan.io_pins": 50,
    },
    "routing": {
        "first_pass_iters": 7,
        "insertedDiodeCount": 0,
        "drt.antenna.violating_nets": 0,
        "route.final.wire_length_um": 41630,
        "drc": 0,
        "drt-wirelength-per-cell_um": 17.12,
        "routed_via_count": 15430,
        "drt_iter0_drc": 1003,
        "drt-vias-per-instance": 6.346,
    },
    "global_route": {
        "grt_overflow": 0,
        "grt_use_met1": 0.4229,
        "grt_pass1_vias": 13960,
        "pin_count_of_the_biggest_net_entering_global_routing": 34,
        "gr_peak_layer": "met2",
        "grt_first_pass_wirelength_um": 70150,
        "grt.met3_usage": 0.02328,
        "grt_util_met2": 0.4276,
        "groute.usage.overall": 0.2738,
        "antenna_found_initial": 0,
    },
    "clock_tree": {
        "tritoncts": "built",
        "cts.root.buffer_cell": "clkbuf_16",
        "post_cts_setup_buffer_count": 0,
        "cts_max_path_buffers": 2,
        "post_cts_hold_buffer_count": 0,
        "clk_pin_slew_worst_paths_ps": 60,
        "tritoncts.num_buffers": 9,
        "worst_skew_pair.late_latency_ps": 350,
        "post_cts.resized_instances": 0,
        "h_tree_depth": 3,
    },
    "job": {
        "warnings": 28,
        "maxCapViolCount": 0,
    },
    "layout": {
        "drive_above_1_share": 0.07346,
        "area_growth_pct": 6.017,
        "final_cells": 2432,
    },
    "pwr": {
        "intPower_uw": 281.6,
        "power.net_switching_uw": 80.63,
        "power.leakage_uw": 0.005202,
        "cellPowerDensity_nw_per_um2": 22.42,
        "seq_power_share": 0.498,
        "max-vdd-ir-drop_mv": 0.05372,
        "pwr-share-comb": 0.070,
        "netSwitchingFraction": 0.2226,
        "clkPwrFrac": 0.432,
    },
    "run_status": {
        "status": "complete, no violations",
    },
}
## how the worst min path moves through the flow
stage	start	endpoint	slack, ps	cells after the start
after CTS	ledrclock.ct[0]	ledrclock.ct[0]	470	1
after global routing	dvd.ct[0]	dvd.ct[0]	500	1
final	ledrclock.ct[0]	ledrclock.ct[0]	470	1
## cells in the final DEF, fill, tap and decap left out, drive strengths merged, types with 13 or more instances in the layout
cell	synthesis	routed
mux2i	38	38
inv	44	47
a21oi	107	107
xnor2	167	167
edfxtp	33	33
nor4	59	59
and3	44	44
nand4	34	34
nor2b	23	23
o31ai	23	23
o211ai	42	42
nor3	79	79
o21ai	111	111
nand2b	21	21
or4	15	15
or3	30	30
a211oi	36	36
o22ai	22	22
a2111oi	15	15
mux2	17	17
xor2	56	56
o21a	24	24
or2	32	32
and2	29	29
o2111ai	14	14
o221ai	14	14
o211a	13	13
nand3	81	81
clkdlybuf4s50	0	49
nor2	216	216
dfxtp	86	86
a21o	21	21
nand2	181	181
a31oi	28	28
## state kept, by name, summed over array words and instances, names as in the netlist
name               cells
LEDR                  10
dvd.clk_out            1
dvd.ct                32
fsm.state             10
ledrclock.clk_out      1
ledrclock.ct          32
r0                     4
r1                     4
r2                     4
r3                     4
sel                    1
timeStore             16
## critical path: cells and delay by family (launching register included)
family / cells / cell delay, ps
AOI/OAI and AO/OA: 18 / 5600
DFF: 1 / 420
buffers and inverters: 1 / 220
and+or+nand+nor: 10 / 3920
muxes: 2 / 750
xor gates and xnor gates: 2 / 1080
## per-stage QoR
step | worst slack, ps | instance area [um^2] | util | power (uW) | hold WS, ps
after floorplan | 12370 | 15250 | - | 197.1 | 414.5
after detailed placement | 9944 | 15880 | 0.5328 | 209.8 | 440.3
after global routing | 8769 | 16160 | 0.5423 | 376.8 | 497.3
after CTS | 9876 | 16160 | 0.5423 | 367.2 | 468.2
final | 9691 | 16160 | 0.5423 | 362.2 | 469.4
after global placement | 9847 | 15880 | 0.5328 | 209.4 | 440.8
## cells by family after synthesis
group                      synth area share
muxes                               0.03834
AOI/OAI and AO/OA                    0.3066
xor gates and xnor gates             0.1301
and+or+nand+nor                      0.2981
buffers and inverters               0.03916
DFF                                  0.1780
other                             0.0002460
adders and majority gates          0.009522
## final cells by class
cell class	instances	area (um^2)
multi-input cells	1804	11940
repair buffers	59	565.5
clock inverters	5	58.81
clock buffers	9	225.2
fillers	2839	13640
well taps	390	488.0
inverters	46	172.7
flip-flops and latches	119	2713
## metal layers
metal | vias up | wire [um]
li1 | 7797 | -
met1 | 7179 | 20680
met2 | 403 | 18560
met3 | 55 | 1666
met4 | 0 | 723
met5 | - | 0
## cells in the mapped netlist (14+ instances only)
cell	n	area, um^2
a211oi_1	33	247.7
a21o_1	20	150.1
a21oi_1	99	495.5
a31oi_1	27	168.9
and2_1	29	181.4
and3_1	42	262.8
buf_2	18	90.09
clkbuf_1	52	195.2
dfxtp_1	86	1722
edfxtp_1	33	991.0
inv_1	43	161.4
mux2_2	17	191.4
mux2i_1	37	370.4
nand2_1	180	675.7
nand2b_1	21	131.4
nand3_1	81	405.4
nand4_1	34	212.7
nor2_1	211	792.0
nor2b_1	23	143.9
nor3_1	76	380.4
nor4_1	54	337.8
o2111ai_1	14	122.6
o211ai_1	37	277.8
o21a_1	23	172.7
o21ai_0	91	455.4
o21ai_1	17	85.08
o22ai_1	22	137.6
o31ai_1	20	150.1
or2_2	25	156.4
or3_1	30	187.7
xnor2_1	165	1445
xor2_1	54	473.0
## power by group through the flow
stage / logic [uW] / registers (uW) / clock network (uW)
4_1_cts: 25.5 / 180 / 161
5_1_grt: 28.7 / 181 / 167
6_report: 25.2 / 180 / 157
No activity file was given, so power comes from the tool's default toggle rates.
