File: /design/flow/config.mk
export PLATFORM = sky130hd
export DESIGN_NAME = Controller
export DESIGN_NICKNAME = Controller
export VERILOG_FILES = /design/flow/design.v
export SDC_FILE = /design/flow/constraint.sdc
export NUM_CORES = 4
export LEC_CHECK = 1
export CORE_AREA = 10 10 70 70
export DIE_AREA = 0 0 80 80
File: /design/flow/constraint.sdc
current_design Controller

set clk_period 1.9
set clk_io_pct 0.2

create_clock -name clk0 -period $clk_period [get_ports {clk}]

set non_clock_inputs [all_inputs -no_clocks]
set_input_delay [expr $clk_period * $clk_io_pct] -clock clk0 $non_clock_inputs
set_output_delay [expr $clk_period * $clk_io_pct] -clock clk0 [all_outputs]
File: /design/flow/design.v
module Controller(state, key, clk);
	parameter [2:0]	RESET		= 3'b100,	 
					SET_SEC 	= 3'b000,	 
					SET_MIN		= 3'b001,	 
					READY		= 3'b011, 	 
					TIMER		= 3'b010,	 
					FLASH_OFF	= 3'b110,	 
					FLASH_ON	= 3'b101,	 
					SETTING_MIN	= 3'b111;	 
	input [2:0] key;
	input clk;
	output [2:0] state;
	reg [2:0] state;
	always@(posedge clk) begin
		case (state)
			FLASH_OFF:
				state <= FLASH_ON;	 
			FLASH_ON:
				state <= FLASH_OFF;	 
			TIMER:	
				state <= FLASH_ON;	 
			READY:
				if (key[2])
					state <= TIMER;
			SET_MIN	:
				if (!key[1])
					state <= READY;
			SETTING_MIN:
				if (key[1])
					state <= SET_MIN;
			SET_SEC:
				if (!key[1])
					state <= SETTING_MIN;
			RESET:
				if (key[0])
					state <= SET_SEC;
		endcase
		if (!key[0])	 
			state <= RESET;
	end
endmodule
File: /design/flow/run.sh
#!/bin/bash
# OpenROAD 26Q1-2900-gdf79404cd8, Yosys 0.63+post, stock flow scripts
make -C /OpenROAD-flow-scripts/flow DESIGN_CONFIG=/design/flow/config.mk WORK_HOME=/design/flow/orfs finish
==> reports/metrics.yaml <==
status: "finished clean"
worstHoldEndpoint: "state[1]"
place.port_buffers: 6
drc: 0
setup_tns_ps: 0
worst-endpoint-arrival_ps: 1150
warnings: 25
reg2regPathDepth: 3
required_ps: 1520
pwr-share-comb_pct: 25.8
area.combinational_sq_um: 76.32
clock_tree_from_tritoncts: "built"
clockPowerShare_pct: 39.1
detail-route-antenna-nets: 0
synthesis.area_per_instance_sq_um: 8.243
die_width_um: 80
grt_pass1_wl_um: 724
antenna_found_initial: 0
period_needed_ps: 1534
grt_pass1_vias: 161
max_rail_drop_vdd_mv: 0.1797
critical_path_peak_fanout: 7
tritoncts_num_sinks: 3
r2r_slack_ps: 890
power_leakage_nw: 0.09939
post_synth_instance_area_sq_um: 140.1
post_layout_power_uw: 282.8
cp_num_buf_inv: 1
hold_startpoint: "state[0]"
worstSetupEndpointType: "primary output"
clock_tree.root_cell: "sky130_fd_sc_hd__clkbuf_4"
largest_register: "state"
groute.usage.overall_pct: 1.506
synth-seq-cells: 3
post_synth_inst_count: 17
synth.yosys.chip_area_sq_um: 140.1
path_delay_family: "buffers and inverters"
route.antenna.diode_count: 0
rr_endpoint: "state[2]"
cp_cell_sequence: "clkdlybuf4s50_1"
globalRouteOverflowTotal: 0
min_path_cells: 2
finalSetupViolations: 0
clock_path_buffers: 2
slowest_stage: "sky130_fd_sc_hd__clkdlybuf4s50_1"
startpoint_type: "flop"
num_vias: 170
tightest_slew_ps: 206.6
largest_register_ff_count: 3
critical-path-max-stage-delay_ps: 510
dieHeight_um: 80
power_per_cell_area_mw_per_mm2: 995.9
timing_worst_setup_path_type: "flop to primary output"
insertion_delay_ps: 230
htreeDepth: 1
start_point_of_the_critical_path: "state[1]"
grt_max_degree: 8
drive_above_1_share_pct: 11.11
worst-path-stages: 1
share_seq_of_total_power_pct: 35.0
detailedRoute.firstPassIterationCount: 4
max-slew-margin-rel_pct: 86.21
post_drt_via_cell_ratio: 2.329
clkTransAtPathRegs_ps: 40
number_of_core_rows: 21
ff_latch_area_sq_um: 60.06
p_sw_share_pct: 26.93
design.core.area_sq_mm: 0.003416
cts.repair.resized: 0
io_pins: 7
rsz0062_at_grt: "no"
seq_area_frac_synth_pct: 42.86
finalCritPeriodShare_pct: 80.72
cts_made_buffers: 3
reg.largest.list: "state: 3 flops"
drv_slew: 0
final_hold_viol_count: 0
routed_wl_um: 442
hold_path_class: "flop to flop"
post-cts-setup-buffer-count: 0
final.setup_skew_ps: 1.603
launching_point_of_the_worst_reg2reg_path: "state[2]"
layout.filler_cells: 402
maximum_clock_frequency_ghz: 0.6521
die-area_sq_mm: 0.006400
finalWeightedCongestion: 0.7464
power.net_switching_uw: 76.17
detailedRoute.firstIterationViolations: 1
wire_per_inst_um: 6.055
area_growth_from_synthesis_to_final_layout_pct: 102.7
fp-utilization_pct: 4.103
yosysUniqueCellTypes: 10
synthesis.yosys.warnings: 1
number_of_cells_in_yosys_stat: 17
cts_hold_fix_bufs: 0
cell_internal_pwr_uw: 206.7
max_cap_violations: 0
## power groups by stage
stage	Sequential (mW)	Clock, mW	Combinational, mW
after global routing	0.104	0.123	0.0838
after CTS	0.0988	0.119	0.0743
final	0.0990	0.111	0.0731
## worst max-delay path by stage
stage	to	slack (ps)
5_1_grt	state[2]	300
4_1_cts	state[1]	350
6_report	state[1]	370
## cell type report
type,count,share of cell area [%]
Tap cell,46,20.26
Inverter,1,1.322
Timing Repair Buffer,6,21.15
Multi-Input combinational cell,13,26.87
Clock buffer,4,9.251
Sequential cell,3,21.15
## cell usage in the layout, fill, tap and decap left out, drive strengths merged
master / n
or2b: 1
clkdlybuf4s50: 6
o21ai: 1
o211a: 1
nand2b: 1
clkbuf: 4
o211ai: 1
dfxtp: 3
nand2: 3
nand4b: 1
inv: 1
a21oi: 4
## stage by stage
step / hold slack [ps] / instances / util [%] / cell area, sq um / setup slack, ps
after floorplan: 457.8 / 17 / - / 140.1 / 998.3
after global placement: 492.6 / 69 / 7.546 / 257.7 / 576.2
after detailed placement: 503.7 / 69 / 7.546 / 257.7 / 558.1
after CTS: 510.9 / 73 / 8.315 / 284.0 / 347.1
after global routing: 549.2 / 73 / 8.315 / 284.0 / 296.1
final: 509.6 / 73 / 8.315 / 284.0 / 366.4
## synthesized netlist by cell type
cell	instances	area [sq um]
sky130_fd_sc_hd__dfxtp_1	3	60.06
sky130_fd_sc_hd__o21ai_1	1	5.000
sky130_fd_sc_hd__o211a_1	1	10.01
sky130_fd_sc_hd__a21oi_1	4	20.02
sky130_fd_sc_hd__nand4b_1	1	8.760
sky130_fd_sc_hd__nand2b_1	1	6.260
sky130_fd_sc_hd__nand2_1	3	11.26
sky130_fd_sc_hd__or2b_1	1	7.510
sky130_fd_sc_hd__inv_1	1	3.750
sky130_fd_sc_hd__o211ai_1	1	7.510
## kinds of logic (layout without fill, tap and decap cells)
kind of cell    Yosys count  in the layout  share of synthesized area [%]
flops                     3              3                          42.86
buf+inv                   1             11                          2.676
simple gates              6              6                          24.11
compound gates            7              7                          30.36
## routing by layer
metal  vias to the layer above  track usage, %  routed length [um]
li1                         81               -                   -
met1                        74           1.798                 205
met2                        15           1.605                 155
met3                         0           1.591                  82
met4                         0          0.7042                   0
met5                         -               0                   0
Power and IR drop assume default switching activity.
