`design/flow/config.mk`:
```
export PLATFORM = sky130hd
export DESIGN_NAME = ClockDiviver
export DESIGN_NICKNAME = ClockDiviver
export VERILOG_FILES = /design/flow/design.v
export SDC_FILE = /design/flow/constraint.sdc
export NUM_CORES = 4
export LEC_CHECK = 1
export CORE_UTILIZATION = 30
```
`design/flow/run.sh`:
```
#!/bin/bash
# OpenROAD 26Q1-2900-gdf79404cd8, Yosys 0.63+post, stock flow scripts
make -C /OpenROAD-flow-scripts/flow DESIGN_CONFIG=/design/flow/config.mk WORK_HOME=/design/flow/orfs finish
```
`design/flow/constraint.sdc`:
```
current_design ClockDiviver

set clk_period 32.4
set clk_io_pct 0.2

create_clock -name clk0 -period $clk_period [get_ports {clkIn}]

set non_clock_inputs [all_inputs -no_clocks]
set_input_delay [expr $clk_period * $clk_io_pct] -clock clk0 $non_clock_inputs
set_output_delay [expr $clk_period * $clk_io_pct] -clock clk0 [all_outputs]
```
`design/flow/design.v`:
```
module ClockDiviver(clkOut, clkIn);
	parameter freq = 1;	 
	input clkIn;
	output clkOut;
	reg clkOut;
	reg [31:0] counter;
	always@(posedge clkIn) begin
		clkOut <= 0;
		counter <= 0;
		if (counter % (50000000 / (freq * 2))) begin
			clkOut <= ~clkOut;
		end
		counter <= counter + 1;
	end	
endmodule
```
==> flow_metrics.env <==
# flow metrics
export IMPL_post_route_min_period_ps=11990
export IMPL_sequentialPowerShare=0.460
export IMPL_cts_resized=0
export IMPL_synthDominantCellAreaShare=0.119
export IMPL_power_density_nw_per_um2=12.0
export IMPL_post_synth_inst_count=975
export IMPL_grt_antenna_before_repair=0
export IMPL_achievable_frequency_mhz=83.4
export IMPL_grt_first_pass_wirelength_microns=34300
export IMPL_report_final_hold_viol_count=0
export IMPL_rsz_0062_raised_after_global_routing="false"
export IMPL_clk_root_buf="clkbuf_16"
export IMPL_grt_start_max_net_pins=19
export IMPL_layout_drive_gt1_share=0.0846
export IMPL_outcome="finished, final reports clean"
export IMPL_drt_vias_per_instance=5.98
export IMPL_leakage_nw=2.17
export IMPL_total_switching_power_w=0.0000175
export IMPL_timing_worst_setup_path_type="flop to flop"
export IMPL_fin_tns_setup_ps=0
export IMPL_detail_route_antenna_nets=0
export IMPL_maxCapViolCount=0
export IMPL_grt_use_total=0.176
export IMPL_tritoncts="yes"
export IMPL_ys_chip_area_sq_um=6980
export IMPL_skew_ps=10.1
export IMPL_post_synth_instance_area_sq_um=6980
export IMPL_gp_congestion=0.987
export IMPL_cts_hold_buffers_added=0
export IMPL_routedWlPerCell_microns=16.9
export IMPL_post_cts_buffers=0
export IMPL_avgSynthCellArea_sq_um=7.16
export IMPL_layout_top_cell_excl_fill_tap="xnor2_1"
export IMPL_hpwl_microns=16600
export IMPL_detailroute_via_count=7360
export IMPL_floorplan_rows=55
export IMPL_initialDrtViolationCount=619
export IMPL_flip_flops_with_a_built_in_enable=0
export IMPL_clock_sink_count=33
export IMPL_globalRoute_totalOverflow=0
export IMPL_dominantRegCellSynth="dfxtp_1"
export IMPL_port_buffer_count=1
export IMPL_tritoncts_num_buffers=5
export IMPL_drt_wirelength_microns=20800
export IMPL_area_growth_synth_to_final_pct=4.96
export IMPL_setup_worst_path_start_class="flop"
export IMPL_worst_min_delay_path_category="flop to flop"
export IMPL_relative_contribution_of_combinational_cells_to_total_power=0
export IMPL_timing_critical_path_slowest_cell_delay_ps=620
export IMPL_core_util_final=0.323
export IMPL_postSynthSeqShare=0.0946
export IMPL_switching_share=0.198
export IMPL_cpMostUsedCell="a21oi_1"
export IMPL_ios=2
export IMPL_critical_path_top_delay_family="AND-OR/OR-AND gates"
export IMPL_core_area_sq_um=22700
export IMPL_clk_insertion_delay_late_ps=280
export IMPL_die_height_microns=155
export IMPL_critPathSlowestCell="or4_4"
export IMPL_detail_route_drc_violations=0
export IMPL_post_synth_top_area_cell="xnor2_1"
export IMPL_synth_top_cells_by_area="xnor2_1, dfxtp_1, nand2_1, nor2_1, a21oi_1"
export IMPL_antenna_diode_count=0
export IMPL_final_period_utilization=0.370
export IMPL_path_clk_slew_ps=50
export IMPL_clock_power_share=0.540
export IMPL_mostFrequentLayoutCells="xnor2_1, nand2_1, nor2_1"
export IMPL_synth_warnings=1
export IMPL_first_global_vias=6654
export IMPL_crit_fanout=13
export IMPL_maxSlewViolCount=0
export IMPL_post_synth_num_cell_types=112
export IMPL_cp_arrival_ps=12130
export IMPL_report_final_setup_viol=0
export IMPL_cts_htree_levels=2
export IMPL_worst_ep_required_time_ps=32540
export IMPL_worst_slew_margin_rel=0.472
export IMPL_yosys_cells=975
export IMPL_warnings=26
export IMPL_worstSetupEndpointType="flop"
export IMPL_clk_path_buf_depth=2
export IMPL_dieWidth_microns=155
export IMPL_internal_power_w=0.0000708
export IMPL_max_vdd_ir_drop_v=0.0000185
export IMPL_fp_dieArea_sq_um=23900
export IMPL_worst_pin_slew_ps=783
export IMPL_synth_async_sr_flop_share=0
export IMPL_crit_buf_inv=1
export IMPL_drt_pre_antenna_iters=6
export IMPL_synth_flops=33
export IMPL_fp_util=0.307
cell type report:
| cell class | instances | area (sq um) |
|---|---|---|
| Sequential cell | 33 | 661 |
| Tap cell | 285 | 357 |
| Timing Repair Buffer | 10 | 77.6 |
| Fill cell | 2475 | 15400 |
| Inverter | 22 | 82.6 |
| Multi-Input combinational cell | 874 | 6010 |
| Clock buffer | 7 | 143 |
layer usage:
| layer | global-route usage | up-vias | wire length, microns |
|---|---|---|---|
| met5 | 0 | - | 0 |
| met3 | 0.0174 | 43 | 1010 |
| met1 | 0.250 | 3424 | 9700 |
| li1 | - | 3657 | - |
| met4 | 0.0391 | 0 | 437 |
| met2 | 0.289 | 236 | 9640 |
worst register-to-register path: cells and delay by family, from the launching register on:
kind	cells	cell delay (ps)
xor+xnor	2	420
flops	1	570
mux	3	1110
buf+inv	1	210
compound gates	17	5540
simple gates	11	4030
power by group through the flow:
stage,Combinational [W],Clock (W),Sequential (W)
4_1_cts,0.00000000183,0.0000490,0.0000406
5_1_grt,0.00000000183,0.0000507,0.0000406
6_report,0.00000000183,0.0000477,0.0000406
synthesized netlist by cell type, types with 4 or more instances:
| cell type | instances |
|---|---|
| inv_1 | 22 |
| and2_1 | 11 |
| nor3_1 | 29 |
| buf_1 | 4 |
| a311o_1 | 4 |
| o21a_1 | 14 |
| a32oi_1 | 6 |
| nand2_1 | 91 |
| a31oi_1 | 15 |
| clkbuf_1 | 13 |
| a21oi_1 | 57 |
| xor2_1 | 27 |
| or4_1 | 5 |
| and3_1 | 20 |
| nand3_1 | 48 |
| a41oi_1 | 4 |
| xnor2_1 | 95 |
| o31ai_1 | 8 |
| mux2_2 | 5 |
| nor2_1 | 87 |
| nand3b_1 | 5 |
| or3_1 | 14 |
| o211a_1 | 5 |
| nand4_1 | 14 |
| o21ai_1 | 12 |
| o21ai_0 | 39 |
| o22ai_1 | 8 |
| nand2b_1 | 13 |
| mux2i_1 | 14 |
| a211oi_2 | 7 |
| o21bai_1 | 4 |
| buf_2 | 25 |
| a211o_1 | 9 |
| nor2b_1 | 7 |
| or2_2 | 8 |
| a21o_1 | 13 |
| nor4_1 | 15 |
| a311oi_1 | 4 |
| o2111ai_1 | 7 |
| a211oi_1 | 10 |
| dfxtp_1 | 33 |
| maj3_1 | 5 |
| a2111oi_0 | 7 |
| o211ai_1 | 26 |
path summary, 6_finish.rpt:
check              start  endpoint  slack (ps)  cells past startpoint
max          counter[14]    clkOut       20410                     34
min               clkOut    clkOut         450                      1
max reg2reg  counter[14]    clkOut       20410                     34
min reg2reg       clkOut    clkOut         450                      1
logic make-up (layout without fill, tap and decap cells):
family                   count (synthesis)  in the layout  share of synthesized area
multiplexers                            23             23                     0.0362
buffers and inverters                   68             39                     0.0448
adder cells (fa/ha/maj)                  7              7                     0.0108
AND-OR/OR-AND                          325            325                      0.359
flip-flops                              33             33                     0.0946
XOR/XNOR                               126            126                      0.164
AND/OR/NAND/NOR                        393            393                      0.290
flip-flops by register name, summed over array words and instances, names as in the netlist:
name	cells
counter	32
clkOut	1
through the flow:
stage	worst slack, ps	std cells	total power [W]	area (sq um)	hold WS (ps)
global placement	20540	1224	0.0000415	7190	443
finish	20410	1231	0.0000883	7330	451
CTS	20550	1231	0.0000896	7330	458
detailed placement	20610	1224	0.0000415	7190	446
global route	19290	1231	0.0000913	7330	487
floorplan	22260	975	0.0000415	6980	368
Power and IR drop assume default switching activity.
